==> ./design.v <==
module ALU_TOP #(
  parameter DATA_WIDTH = 8
  ) (
  input wire [DATA_WIDTH - 1 : 0] A,
  input wire [DATA_WIDTH - 1 : 0] B,
  input wire [3:0] ALU_FUN,
  input wire CLK,
  output wire [DATA_WIDTH - 1 : 0] Arith_OUT,
  output wire Carry_OUT,
  output wire Arith_Flag,  
  output wire [DATA_WIDTH - 1 : 0] Logic_OUT,
  output wire Logic_Flag,
  output wire [DATA_WIDTH - 1 : 0] Shift_OUT,
  output wire Shift_Flag,
  output wire [DATA_WIDTH - 1 : 0] CMP_OUT,
  output wire CMP_Flag
  );
  wire Arith_Enable, Logic_Enable, Shift_Enable, CMP_Enable;
  ARITHMETIC_UNIT # (
  .DATA_WIDTH(DATA_WIDTH)
  ) U_arith(
  .in1(A),
  .in2(B),
  .clk(CLK),
  .arith_fun( ALU_FUN[1:0] ),
  .arith_en(Arith_Enable),
  .arith_out(Arith_OUT),
  .arith_cout(Carry_OUT),
  .arith_flag(Arith_Flag)
  );
  LOGIC_UNIT # (
  .DATA_WIDTH(DATA_WIDTH)
  ) U_logic(
  .in1(A),
  .in2(B),
  .clk(CLK),
  .logic_fun( ALU_FUN[1:0] ),
  .logic_en(Logic_Enable),
  .logic_out(Logic_OUT),
  .logic_flag(Logic_Flag)
  );
  SHIFT_UNIT # (
  .DATA_WIDTH(DATA_WIDTH)
  ) U_shift(
  .in1(A),
  .in2(B),
  .clk(CLK),
  .shift_fun( ALU_FUN[1:0] ),
  .shift_en(Shift_Enable),
  .shift_out(Shift_OUT),
  .shift_flag(Shift_Flag)
  );
  CMP_UNIT # (
  .DATA_WIDTH(DATA_WIDTH)
  ) U_cmp(
  .in1(A),
  .in2(B),
  .clk(CLK),
  .cmp_fun( ALU_FUN[1:0] ),
  .cmp_en(CMP_Enable),
  .cmp_out(CMP_OUT),
  .cmp_flag(CMP_Flag)
  );
  decoder_2x4 U_decoder(
  .in( ALU_FUN[3:2] ),
  .out0(Arith_Enable),
  .out1(Logic_Enable),
  .out2(CMP_Enable),
  .out3(Shift_Enable)
  );
endmodule
module ARITHMETIC_UNIT #(
  parameter DATA_WIDTH = 8
  ) (
  input wire [DATA_WIDTH - 1 : 0]        in1,
  input wire [DATA_WIDTH - 1 : 0]        in2,
  input wire                            clk,
  input wire [1:0]                      arith_fun,
  input wire                            arith_en,
  output reg [DATA_WIDTH - 1 : 0]  arith_out,
  output reg                            arith_cout,
  output reg                            arith_flag
  );
  reg [DATA_WIDTH - 1 : 0] arith_out_comb;
  reg arith_cout_comb;
  reg arith_flag_comb;
  always @(posedge clk)
  begin
    arith_out <= arith_out_comb;
    arith_cout <= arith_cout_comb;
    arith_flag <= arith_flag_comb;
  end
  always @(*)
    begin
      arith_out_comb = 'b0;
      arith_cout_comb = 1'b0;
      arith_flag_comb = 1'b0;
      if (arith_en)
        begin
          case (arith_fun)
            2'b00: 
            begin
              {arith_cout_comb, arith_out_comb} = in1 + in2;
              arith_flag_comb = 1'b1;
            end
            2'b01:
            begin
              {arith_cout_comb, arith_out_comb} = in1 - in2;
              arith_flag_comb = 1'b1;
            end
            2'b10:
            begin
              {arith_cout_comb, arith_out_comb} = in1 * in2;
              arith_flag_comb = 1'b1;
            end
            2'b11:
            begin
              {arith_cout_comb, arith_out_comb} = in1 / in2;
              arith_flag_comb = 1'b1;
            end
            default:
            begin
              arith_out_comb = 'b0;
              arith_cout_comb = 1'b0;
              arith_flag_comb = 1'b0;
            end
          endcase
        end
      else
        begin
          arith_out_comb = 'b0;
          arith_cout_comb = 1'b0;
          arith_flag_comb = 1'b0;
        end  
    end
endmodule
module CMP_UNIT #(
  parameter DATA_WIDTH = 8
  ) (
  input wire [DATA_WIDTH - 1 : 0]        in1,
  input wire [DATA_WIDTH - 1 : 0]        in2,
  input wire                            clk,
  input wire [1:0]                      cmp_fun,
  input wire                            cmp_en,
  output reg [DATA_WIDTH - 1 : 0]    cmp_out,
  output reg                            cmp_flag
  );
  reg [DATA_WIDTH - 1 : 0] cmp_out_comb;
  reg cmp_flag_comb;
  always @(posedge clk)
    begin
      cmp_out <= cmp_out_comb;
      cmp_flag <= cmp_flag_comb;      
    end
  always @(*)
    begin
      cmp_out_comb = 'b0;
      cmp_flag_comb = 1'b0;
      if (cmp_en)
        begin
          case (cmp_fun)
            2'b00: 
            begin
              cmp_out_comb = 'b0;
              cmp_flag_comb = 1'b1;
            end
            2'b01:
            begin
              if(in1 == in2)
                begin
                  cmp_out_comb = 'b1;
                end
              else
                begin
                  cmp_out_comb = 'b0;
                end
              cmp_flag_comb = 1'b1;
            end
            2'b10:
            begin
              if(in1 > in2)
                begin
                  cmp_out_comb = 'b10;
                end
              else
                begin
                  cmp_out_comb = 'b0;
                end
              cmp_flag_comb = 1'b1;
            end
            2'b11:
            begin
              if(in1 < in2)
                begin
                  cmp_out_comb = 'b11;
                end
              else
                begin
                  cmp_out_comb = 'b0;
                end
              cmp_flag_comb = 1'b1;
            end
            default:
            begin
              cmp_out_comb = 'b0;
              cmp_flag_comb = 1'b0;
            end
          endcase
        end
      else
        begin
          cmp_out_comb = 'b0;
          cmp_flag_comb = 1'b0;
        end  
    end
endmodule
module LOGIC_UNIT #(
  parameter DATA_WIDTH = 8
  ) (
  input wire [DATA_WIDTH - 1 : 0]        in1,
  input wire [DATA_WIDTH - 1 : 0]        in2,
  input wire                            clk,
  input wire [1:0]                      logic_fun,
  input wire                            logic_en,
  output reg [DATA_WIDTH - 1 : 0]  logic_out,
  output reg                            logic_flag
  );
  reg [DATA_WIDTH - 1 : 0] logic_out_comb;
  reg logic_flag_comb;
  always @(posedge clk)
    begin
      logic_out <= logic_out_comb;
      logic_flag <= logic_flag_comb;      
    end
  always @(*)
    begin
      logic_out_comb = 'b0;
      logic_flag_comb = 1'b0;
      if (logic_en)
        begin
          case (logic_fun)
            2'b00: 
            begin
              logic_out_comb = in1 & in2;
              logic_flag_comb = 1'b1;
            end
            2'b01:
            begin
              logic_out_comb = in1 | in2;
              logic_flag_comb = 1'b1;
            end
            2'b10:
            begin
              logic_out_comb = ~(in1 & in2);
              logic_flag_comb = 1'b1;
            end
            2'b11:
            begin
              logic_out_comb = ~(in1 | in2);
              logic_flag_comb = 1'b1;
            end
            default:
            begin
              logic_out_comb = 'b0;
              logic_flag_comb = 1'b0;
            end
          endcase
        end
      else
        begin
          logic_out_comb = 'b0;
          logic_flag_comb = 1'b0;
        end  
    end
endmodule
module SHIFT_UNIT #(
  parameter DATA_WIDTH = 8
  ) (
  input wire [DATA_WIDTH - 1 : 0]        in1,
  input wire [DATA_WIDTH - 1 : 0]        in2,
  input wire                            clk,
  input wire [1:0]                      shift_fun,
  input wire                            shift_en,
  output reg [DATA_WIDTH - 1 : 0]  shift_out,
  output reg                            shift_flag
  );
  reg [DATA_WIDTH - 1 : 0] shift_out_comb;
  reg shift_flag_comb;
  always @(posedge clk)
    begin
      shift_out <= shift_out_comb;
      shift_flag <= shift_flag_comb;      
    end
  always @(*)
    begin
      shift_out_comb = 'b0;
      shift_flag_comb = 1'b0;
      if (shift_en)
        begin
          case (shift_fun)
            2'b00: 
            begin
              shift_out_comb = in1 >> 1'b1;
              shift_flag_comb = 1'b1;
            end
            2'b01:
            begin
              shift_out_comb = in1 << 1'b1;
              shift_flag_comb = 1'b1;
            end
            2'b10:
            begin
              shift_out_comb = in2 >> 1'b1;
              shift_flag_comb = 1'b1;
            end
            2'b11:
            begin
              shift_out_comb = in2 << 1'b1;
              shift_flag_comb = 1'b1;
            end
            default:
            begin
              shift_out_comb = 'b0;
              shift_flag_comb = 1'b0;
            end
          endcase
        end
      else
        begin
          shift_out_comb = 'b0;
          shift_flag_comb = 1'b0;
        end  
    end
endmodule
module decoder_2x4(
  input wire [1:0] in,
  output reg out0,
  output reg out1,
  output reg out2,
  output reg out3
  );
  always @(*)
  begin
    case (in)
      2'b00:
        begin
          out0 = 1'b1;
          out1 = 1'b0;
          out2 = 1'b0;
          out3 = 1'b0;
        end
      2'b01:
        begin
          out0 = 1'b0;
          out1 = 1'b1;
          out2 = 1'b0;
          out3 = 1'b0;
        end
      2'b10:
        begin
          out0 = 1'b0;
          out1 = 1'b0;
          out2 = 1'b1;
          out3 = 1'b0;
        end
      2'b11:
        begin
          out0 = 1'b0;
          out1 = 1'b0;
          out2 = 1'b0;
          out3 = 1'b1;
        end
    endcase
  end
endmodule
==> ./run.sh <==
#!/bin/bash
# OpenROAD 26Q1-2900-gdf79404cd8, Yosys 0.63+post, stock flow scripts
make -C /OpenROAD-flow-scripts/flow DESIGN_CONFIG=/design/flow/config.mk WORK_HOME=/design/flow/orfs finish
==> ./config.mk <==
export PLATFORM = sky130hd
export DESIGN_NAME = ALU_TOP
export DESIGN_NICKNAME = ALU_TOP
export VERILOG_FILES = /design/flow/design.v
export SDC_FILE = /design/flow/constraint.sdc
export NUM_CORES = 4
export LEC_CHECK = 1
export CORE_UTILIZATION = 50
==> ./constraint.sdc <==
current_design ALU_TOP

set clk_period 13.7
set clk_io_pct 0.2

create_clock -name clk0 -period $clk_period [get_ports {CLK}]

set non_clock_inputs [all_inputs -no_clocks]
set_input_delay [expr $clk_period * $clk_io_pct] -clock clk0 $non_clock_inputs
set_output_delay [expr $clk_period * $clk_io_pct] -clock clk0 [all_outputs]
==> impl_metrics.yaml <==
# implementation run metrics
setup_path:
  endpoint: "U_arith.arith_out[0]$_SDFF_PP0_"
  path_max_fanout: 10
  slowest_stage: "or4_1"
  cp.arrival_ps: 13270
  critPathCaptureType: "flip-flop"
  cpPeakStageDelay_ps: 580
  start_kind: "input pin"
  criticalPathCategory: "in -> reg"
  worstPathRequired_ps: 13860
  crit_top_cell: "ha_1"
  startpoint: "B[6]"
cts:
  ctsHtreeMaxLevel: 2
  clock_sinks: 31
  cts-root-buf: "clkbuf_8"
  path_clk_slew_ps: 70
  cts_hold_buffers: 0
  clock_path_buffers: 2
  tritoncts: "done"
  cts_buffers: 5
grt:
  gr-total-overflow: 0
  grt.met1_usage: 0.394
  use_met3: 0.0531
  grt_busiest_layer: "met2"
  grt_pass1_wl_um: 22400
  antenna_found_initial: 0
  grt_max_degree: 52
  grt_pass1_vias: 4409
  grt_use_total: 0.289
  use_met2: 0.480
detailed_routing:
  routed-via-count: 4665
  routed_wl_um: 14300
  detail-route-antenna-nets: 0
  diodes: 0
  drc: 0
  dr.pass1.iters: 4
  drtIter0Drc: 167
  wl_per_cell_um: 17.2
  vias_per_cell: 5.61
synth:
  edf_count: 0
  ys_seq_share: 0.123
  async_flop_share: 0
  synth.distinct_cells: 67
  ys.flop_type: "dfxtp_1"
  synth_area_um2: 5060
  yosys_area_um2: 5060
  yosys_cells: 631
  syn-instance-count: 631
  postSynthAreaPerCell_um2: 8.02
  ys_ff: 31
  yosys_warnings: 5
timing:
  worst_slew_pin_slew_ps: 634
  maxClockFrequency_mhz: 76.3
  hold_viol: 0
  setup_violations: 0
  max-slew-margin-rel: 0.577
  rsz0062_at_grt: "false"
  period_minus_slack_ps: 13110
  finalClockPeriodUsage: 0.957
  drv_slew: 0
final_layout:
  drive_above_1_share: 0.126
  fin_cells: 832
  lay_top_count: "ha_1"
  layout_top_cells: "85 x ha_1, 75 x nor2_1, 65 x inv_1"
  area_growth_pct: 19.9
power_and_ir_drop:
  p_total_mw: 0.486
  power_density_nw_per_um2: 80.1
  vdd_drop_max_v: 0.0000621
  p_leak_nw: 2.78
status:
  status: "completed"
placed_design:
  numPlacedInstances: 823
  place.port_buffers: 51
  gp_congestion: 0.930
  hpwlAfterDp_um: 11300
floorplanning:
  die_w_um: 103
  dieHeight_um: 103
  initCoreUtil: 0.518
  fp-row-count: 36
  core-area_um2: 9770
  io-pin-count: 58
  die-area_um2: 10500
flow_run:
  cap_violations: 0
  warning_count: 45
worst_hold_path:
  hold_path_class: "in -> reg"
[cell usage after synthesis, types with 10 or more instances]
cell / number / area share
a21o_1: 10 / 0.015
a21oi_1: 50 / 0.049
clkbuf_1: 20 / 0.015
dfxtp_1: 31 / 0.12
fa_1: 20 / 0.079
ha_1: 86 / 0.21
inv_1: 65 / 0.048
mux2_2: 10 / 0.022
mux2i_1: 10 / 0.020
nand2_1: 41 / 0.030
nor2_1: 77 / 0.057
nor2b_1: 12 / 0.015
nor3_1: 13 / 0.013
o21ai_0: 28 / 0.028
xnor2_1: 33 / 0.057
xor2_1: 10 / 0.017
[layout make-up]
type | count | area, um^2
clock buffer | 6 | 82.6
tap | 133 | 166
multi-input combinational | 511 | 4180
sequential | 31 | 621
clock inverter | 2 | 35.0
timing repair buffer | 83 | 746
inverter | 66 | 248
fill | 886 | 3700
[state kept, by name (all words and copies together) (netlist names)]
register / count
U_logic.logic_flag: 1
U_arith.arith_cout: 1
U_logic.logic_out: 8
U_cmp.cmp_out: 2
U_shift.shift_out: 8
U_arith.arith_out: 8
U_cmp.cmp_flag: 1
U_shift.shift_flag: 1
U_arith.arith_flag: 1
[per-layer routing]
metal	vias up	wire length [um]
met4	0	456
met1	2177	6270
met3	33	940
met2	147	6620
met5	-	0
li1	2308	-
[critical path: cells and delay by family]
kind,cells,cell delay [ps]
adder cells (fa/ha/maj),7,1950
AND-OR/OR-AND,21,3930
multiplexers,4,1160
buffers and inverters,2,530
AND/OR/NAND/NOR,12,2980
[power by group]
group	switching [mW]	total (mW)	internal, mW
combinational	0.157	0.297	0.140
clock	0.0333	0.0921	0.0588
sequential	0.00138	0.0974	0.0960
[worst min path at each step]
| stage | from | to | cells after the start |
|---|---|---|---|
| finish | ALU_FUN[2] | U_cmp.cmp_flag$_SDFF_PP0_ | 2 |
| global route | ALU_FUN[2] | U_cmp.cmp_flag$_SDFF_PP0_ | 2 |
| CTS | ALU_FUN[2] | U_cmp.cmp_flag$_SDFF_PP0_ | 2 |
[cells by family after synthesis]
group                      Yosys count  share of synthesized area
AOI/OAI and AO/OA                  148                      0.191
xor gates and xnor gates            44                     0.0788
adders and majority gates          106                      0.292
buffers and inverters               95                     0.0754
DFF                                 31                      0.123
muxes                               28                     0.0761
other                                1                   0.000741
and+or+nand+nor                    178                      0.163
[repair_timing]
action	in CTS	in global routing
pin swaps	0	1
resized	3	19
buffers inserted	0	1
endpoints found under the setup margin	1	1
[through the flow]
step | TNS, ps | hold WS [ps] | setup slack, ps | instance area (um^2) | utilization
after global placement | -41.2 | 3390 | -41.2 | 5860 | 0.599
after global routing | 0 | 3130 | 11.0 | 6070 | 0.621
final | 0 | 3110 | 587 | 6070 | 0.621
after detailed placement | -330 | 3400 | -330 | 5860 | 0.599
after floorplan | 0 | 2830 | 372 | 5090 | -
after CTS | 0 | 3110 | 63.2 | 5980 | 0.612
